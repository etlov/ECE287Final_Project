<file path="/design/flow/run.sh">
#!/bin/bash
# OpenROAD 26Q1-2900-gdf79404cd8, Yosys 0.63+post, stock flow scripts
make -C /OpenROAD-flow-scripts/flow DESIGN_CONFIG=/design/flow/config.mk WORK_HOME=/design/flow/orfs finish
</file>
<file path="/design/flow/config.mk">
export PLATFORM = sky130hd
export DESIGN_NAME = gaussian_blur_fsm
export DESIGN_NICKNAME = gaussian_blur_fsm
export VERILOG_FILES = /design/flow/design.v
export SDC_FILE = /design/flow/constraint.sdc
export NUM_CORES = 4
export LEC_CHECK = 1
export CORE_UTILIZATION = 30
</file>
<file path="/design/flow/constraint.sdc">
current_design gaussian_blur_fsm

set clk_period 1.3
set clk_io_pct 0.2

create_clock -name clk0 -period $clk_period [get_ports {clk}]

set non_clock_inputs [all_inputs -no_clocks]
set_input_delay [expr $clk_period * $clk_io_pct] -clock clk0 $non_clock_inputs
set_output_delay [expr $clk_period * $clk_io_pct] -clock clk0 [all_outputs]
</file>
<file path="/design/flow/design.v">
module gaussian_blur_fsm (
    input clk,
    input rst,
    input [23:0] pixel_in,
    input [9:0] x,
    input [9:0] y,
    input valid_in,
    input [23:0] pixel_left,
    input [23:0] pixel_right,
    input [23:0] pixel_top,
    input [23:0] pixel_bottom,
    input [23:0] pixel_tl,
    input [23:0] pixel_tr,
    input [23:0] pixel_bl,
    input [23:0] pixel_br,
    output reg [23:0] pixel_out,
    output reg valid_out
);
always @(posedge clk or negedge rst) begin
    if (!rst) begin
        pixel_out <= 24'h000000;
        valid_out <= 0;
    end else if (valid_in) begin
        pixel_out[23:16] <= (pixel_in[23:16] + pixel_left[23:16] + pixel_right[23:16]) / 3;  
        pixel_out[15:8] <= (pixel_in[15:8] + pixel_left[15:8] + pixel_right[15:8]) / 3;      
        pixel_out[7:0] <= (pixel_in[7:0] + pixel_left[7:0] + pixel_right[7:0]) / 3;          
        valid_out <= 1;
    end else begin
        valid_out <= 0;
    end
end
endmodule
</file>
==> job_summary.md <==
### Yosys + OpenROAD results

| Metric | Value |
|---|---|
| Outcome | `finished, violations left` |
| Failing checks | `negative setup slack` |
| Design area | `8560 um2` |
| Avg WL per Cell | `13.0 um` |
| Crit path DRT | `1.45 ns` |
| Max-cap violation count | `0` |
| Mean Syn Cell Area | `8.01 um2` |
| Arrival time at the worst endpoint | `5.25 ns` |
| Largest family of logic cells by area | `AND-OR/OR-AND gates` |
| Design Power | `0.0174 W` |
| RSZ-0062 raised after global routing | `yes` |
| Clock network power share | `4.4%` |
| Yosys chip area | `4630 um2` |
| Slew @ Worst Pin | `0.445 ns` |
| Routed Antenna Nets | `0` |
| Largest net degree at the start of global routing | `26` |
| FP Rows | `45` |
| Die height | `126 um` |
| Total Routing Usage GR | `18.5%` |
| Dpl cell area | `7430 um2` |
| I/O Pins | `264` |
| Die X-Extent | `126 um` |
| Commonest cells post-synth | `nor2_1 (65), inv_1 (54), nand2_1 (45), a21oi_1 (34)` |
| Vias per inst | `5.07` |
| Min-Delay Path Class | `input pin to asynchronous set/reset pin` |
| CP endpoint kind | `flop` |
| Grt total ovfl | `0` |
| Syn-to-layout area delta | `85.0%` |
| Chip area | `15900 um2` |
| DR vias | `5578` |
| Most used flip-flop cell | `dfrtp_1` |
| Post-Syn Area | `4630 um2` |
| CTS tree | `built` |
| Drt drc | `0` |
| Hold-fix buffers, CTS | `0` |
| Reg clk slew, reported paths | `0.08 ns` |
| Layout cells sized above 1 | `48.2%` |
| Synth async-reset ratio | `100%` |
| Adder share | `19.2%` |
| Yosys cell count | `578` |
| Place WS | `-4.57 ns` |
| Static leakage | `3.90 nW` |
| Sw frac | `42.0%` |
| Top-area cell share | `13.5%` |
| ANT cells | `0` |
| Number of global-route vias before repair | `5523` |
| Reg area | `626 um2` |
| Worst Clk Skew | `0 ns` |
| Power Density | `2040 nW/um2` |
| Relative slew slack | `70.3%` |
| 1st-iter DRT viols | `272` |
| Final period utilization | `392%` |
| Peak VDD IR | `0.909 mV` |
| Seq/Total Area, Yosys | `13.5%` |
| Sequential share of power | `7.7%` |
| Post-synth area hogs | `dfrtp_1 (14%), fa_1 (12%), ha_1 (7.3%)` |
| Synth cell types | `94` |
| Core Area | `15100 um2` |
| Aoi share | `29.5%` |
| DRT Wirelength | `14300 um` |
| Cell type with the largest total area | `dfrtp_1` |
| H-tree Lvls | `1` |
| DR pass1 iterations | `5` |
| # fillers | `1231` |
| Pint | `0.0101 W` |
| Combinational Power Share | `87.9%` |
| CP Launch Type | `input pin` |
| Cell with the most instances after synthesis | `nor2_1` |
| Critical path class | `input pin to flop` |
| I/O Buffers | `99` |
| CTS root buffer | `clkbuf_16` |
| Total clock sinks | `25` |
| Mux share | `2.00%` |
| Final worst slack | `-3.80 ns` |
| Critical path fanouts, max | `8` |
| Post-DP HPWL | `10500 um` |
| Antenna violations before repair | `0` |
| Number of enable flip-flop cells | `0` |
| Pins Over Slew Limit | `0` |
| Pre-Place Util | `30.5%` |
| Syn Inst Count | `578` |
| Log Warnings | `192` |
| Hold Fails Final Rpt | `0` |
| Yosys warnings | `1` |
| Gpl congestion | `0.899` |
| Min Clock Period, post-route | `5.10 ns` |
| Logic area | `4450 um2` |
| Bufs on Longest Clock Path | `2` |
| First-pass GRT wire length | `24600 um` |
| Clk latency late pin | `0.27 ns` |
| FMAX | `0.196 GHz` |
| TritonCTS Buffers | `3` |
| Sw power | `0.00732 W` |
| XOR-XNOR Cells, Area Fraction | `5.49%` |
| Final-report setup violation count | `24` |
| Synth flops | `25` |
| AND/OR/NAND/NOR Cells, Area Fraction | `23.3%` |
==> worst paths after layout <==
path	cells past startpoint	from	slack, ns	end
worst max-delay path	26	pixel_left[13]	-3.80	pixel_out[8]
worst min-delay path	2	rst	0.33	valid_out
worst max register to register	3	pixel_out[8]	0.28	pixel_out[8]
worst min register to register	2	pixel_out[6]	0.51	pixel_out[6]
max in group asynchronous	2	rst	0.79	pixel_out[16]
min in group clk0	2	pixel_out[6]	0.51	pixel_out[6]
==> routing by layer <==
| layer | GRT usage, % | vias to the layer above | wire, um |
|---|---|---|---|
| met5 | 0 | - | 0 |
| met4 | 0.780 | 0 | 31 |
| met3 | 1.90 | 4 | 690 |
| met2 | 31.0 | 138 | 6590 |
| met1 | 27.5 | 2652 | 6990 |
| li1 | - | 2784 | - |
==> area by class of cell <==
| class | count | share of cell area, % |
|---|---|---|
| Clock buffer | 3 | 0.877 |
| Inverter | 54 | 2.63 |
| Tap cell | 188 | 2.75 |
| Clock inverter | 1 | 0.0877 |
| Sequential cell | 25 | 7.31 |
| Timing Repair Buffer | 352 | 34.3 |
| Multi-Input combinational cell | 478 | 52.0 |
==> cell families after synthesis <==
family | count (synthesis)
DFF | 25
xor gates and xnor gates | 29
muxes | 9
AOI/OAI and AO/OA | 180
adders and majority gates | 55
buffers and inverters | 75
and+or+nand+nor | 205
==> metrics by stage <==
step	hold slack, ns	cells	util, %	setup TNS (ns)
2_1_floorplan	-0.0356	578	-	-67.27
3_3_place_gp	0.500	1038	49.1	-83.17
3_5_place_dp	0.503	1038	49.1	-84.01
4_1_cts	0.340	1115	56.2	-67.41
5_1_grt	0.358	1101	56.5	-69.35
6_report	0.334	1101	56.5	-64.52
==> worst max-delay path, stage by stage <==
cell	delay, ns
clkdlybuf4s50_1	0.47
fa_1	0.46
ha_4	0.19
buf_4	0.15
a2111oi_4	0.32
nor2_2	0.09
a21oi_2	0.14
xor2_1	0.17
ha_1	0.27
or3b_4	0.37
a31oi_1	0.15
o221ai_1	0.12
nand3b_1	0.15
buf_12	0.13
a311o_1	0.12
a21oi_2	0.05
a221o_1	0.36
nand2_1	0.14
o21a_1	0.17
a32oi_2	0.13
ha_2	0.23
inv_2	0.07
a211oi_2	0.06
a31oi_1	0.18
o211a_1	0.20
o22ai_2	0.09
==> what timing repair did <==
item / in CTS / in global routing
pin swaps: 118 / 74
buffers inserted: 77 / 18
setup endpoints to repair: 49 / 24
endpoints found under the hold margin: 0 / 0
gates resized: 235 / 75
==> state kept, by name (all words and copies together), names as in the netlist <==
| signal | count |
|---|---|
| valid_out | 1 |
| pixel_out | 24 |
==> power groups by stage <==
| stage | clock network [W] | registers [W] | logic [W] |
|---|---|---|---|
| finish | 0.000764 | 0.00134 | 0.0153 |
| global route | 0.000819 | 0.00138 | 0.0167 |
| CTS | 0.000780 | 0.00135 | 0.0153 |
==> layout by cell type (no fill, tap or decap), drive strengths merged, types with 7 or more instances in the layout <==
master,instances
fa,27
nand2,45
nand3,13
inv,54
o211ai,11
mux2i,7
ha,27
clkbuf,7
dlygate4sd2,55
nand4,7
o21ai,28
a31oi,18
a21oi,36
clkdlybuf4s15,7
clkdlybuf4s50,18
xnor2,16
dfrtp,25
xor2,13
a21o,14
nor3,11
nor2,66
nand3b,8
a211oi,9
or3,7
buf,265
and3,7
No activity file was given, so power comes from the tool's default toggle rates.
