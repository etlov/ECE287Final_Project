===== flow/constraint.sdc =====
current_design line_buffer

set clk_period 3.6
set clk_io_pct 0.2

create_clock -name clk0 -period $clk_period [get_ports {clk}]

set non_clock_inputs [all_inputs -no_clocks]
set_input_delay [expr $clk_period * $clk_io_pct] -clock clk0 $non_clock_inputs
set_output_delay [expr $clk_period * $clk_io_pct] -clock clk0 [all_outputs]

===== flow/design.v =====
module line_buffer (
    input clk,
    input rst,
    input [23:0] pixel_in,
    input [14:0] pixel_addr,
    input valid_in,
    output reg [23:0] pixel_out,
    output reg [23:0] neighbor_tl,
    output reg [23:0] neighbor_t,
    output reg [23:0] neighbor_tr,
    output reg [23:0] neighbor_l,
    output reg [23:0] neighbor_r,
    output reg [23:0] neighbor_bl,
    output reg [23:0] neighbor_b,
    output reg [23:0] neighbor_br,
    output reg valid_out
);
reg [23:0] line1 [0:159];   
reg [23:0] prev_line [0:159];   
reg [7:0] x_pos;
reg [6:0] y_pos;
reg [23:0] last_pixel;
always @(*) begin
    x_pos = pixel_addr % 160;
    y_pos = pixel_addr / 160;
end
always @(posedge clk or negedge rst) begin
    if (!rst) begin
        valid_out <= 0;
        pixel_out <= 0;
        last_pixel <= 0;
        neighbor_tl <= 0;
        neighbor_t <= 0;
        neighbor_tr <= 0;
        neighbor_l <= 0;
        neighbor_r <= 0;
        neighbor_bl <= 0;
        neighbor_b <= 0;
        neighbor_br <= 0;
    end else if (valid_in) begin
        line1[x_pos] <= pixel_in;
        if (x_pos == 159) begin
            integer i;
            for (i = 0; i < 160; i = i + 1) begin
                prev_line[i] <= line1[i];
            end
        end
        pixel_out <= pixel_in;
        last_pixel <= pixel_out;
        if (x_pos == 0) begin
            neighbor_l <= pixel_in;
            neighbor_tl <= (y_pos == 0) ? pixel_in : prev_line[0];
            neighbor_bl <= pixel_in;
        end else begin
            neighbor_l <= last_pixel;
            neighbor_tl <= (y_pos == 0) ? pixel_in : prev_line[x_pos-1];
            neighbor_bl <= line1[x_pos-1];
        end
        if (x_pos == 159) begin
            neighbor_r <= pixel_in;
            neighbor_tr <= (y_pos == 0) ? pixel_in : prev_line[159];
            neighbor_br <= pixel_in;
        end else begin
            neighbor_r <= line1[x_pos+1];
            neighbor_tr <= (y_pos == 0) ? pixel_in : prev_line[x_pos+1];
            neighbor_br <= line1[x_pos+1];
        end
        neighbor_t <= (y_pos == 0) ? pixel_in : prev_line[x_pos];
        neighbor_b <= (y_pos == 119) ? pixel_in : line1[x_pos];
        valid_out <= 1;
    end else begin
        valid_out <= 0;
    end
end
endmodule

===== flow/config.mk =====
export PLATFORM = sky130hd
export DESIGN_NAME = line_buffer
export DESIGN_NICKNAME = line_buffer
export VERILOG_FILES = /design/flow/design.v
export SDC_FILE = /design/flow/constraint.sdc
export NUM_CORES = 4
export LEC_CHECK = 1
export CORE_UTILIZATION = 40

===== flow/run.sh =====
#!/bin/bash
# OpenROAD 26Q1-2900-gdf79404cd8, Yosys 0.63+post, stock flow scripts
make -C /OpenROAD-flow-scripts/flow DESIGN_CONFIG=/design/flow/config.mk WORK_HOME=/design/flow/orfs finish

==> summary.txt <==
Notes from the flow run.

Clocking:
- The run puts the clock net sink count at 7,897.
- Per the CTS log, the buffer count on the longest clock path is 5.
- The run gives the clock buffer count from CTS as 819.
- The H-tree was split into 6 levels.
- In this run the clock root is driven by a sky130_fd_sc_hd__clkbuf_16.

Logic synthesis:
- The gate-level netlist out of Yosys references 113 unique cell types.
- The synthesized netlist was found by Yosys to have 29.52k cells.
- The run gives the number of instances in the synthesized netlist as 29.52k.
- Per the synth stats, the proportion of register bits with asynchronous set or reset is 2.748%.
- The run puts the post-synthesis cell area at 0.3798 sq mm.
- Post-synthesis, Yosys gives the total cell area as 0.3798 sq mm.
- Of the synthesized area, sequential elements account for 62.16%.
- The run gives the mean instance size in the synthesized netlist as 12.86 sq um.
- The cell type that accounts for the most area after synthesis is sky130_fd_sc_hd__edfxtp_1.
- Summed over its instances, the top area cell type makes up 60.73% of the synthesized netlist area.
- Among all flip-flop cells after synthesis, the most frequent one is sky130_fd_sc_hd__edfxtp_1.
- The synthesis report lists the Yosys warning total as 3.
- The run puts the count of library flops with an enable pin at 7,680.
- The synthesis report lists the most area-consuming cells as sky130_fd_sc_hd__edfxtp_1, sky130_fd_sc_hd__a22oi_1, sky130_fd_sc_hd__a221oi_1, sky130_fd_sc_hd__a22o_1, sky130_fd_sc_hd__a222oi_1.
- The run gives the number of register bits inferred by synthesis as 7,897.

Die:
- According to the floorplan report, the die height is 976.4 um.
- The run gives the number of I/O pins as 259.
- The floorplan step records an initial core utilization of 40.16%.
- The run puts the width of the die at 976.4 um.
- The run puts the number of placement rows at 357.

Outcome:
- The first error in the log reads "[ERROR GRT-0228] Horizontal edge usage exceeds the maximum allowed. (33, 75) usage=65535 limit=3200".
- The flow stopped in global routing.
- The flow did not finish.

Placed design:
- The run puts the cell count after placement at 46.99k.
- Note, the detailed placer reported a final HPWL of 3,257,000 um.
- Per the gpl log, the routability congestion estimate is 1.916.
- The run puts the pre-CTS worst setup slack at -7.379 ns.
- The run puts the number of buffers added on ports at 258.

Global route:
- The run gives the pin count of the biggest net entering global routing as 161.
[through the flow]
step / utilization, % / cell area [sq um]
floorplan: - / 379900
global placement: 50.16 / 474400
detailed placement: 50.18 / 474500
CTS: 53.49 / 505800
[cells in the mapped netlist, drive strengths merged, types with 143 or more instances]
master / number
a2111oi: 179
a211oi: 143
a21oi: 635
a221o: 193
a221oi: 2019
a222oi: 1012
a22o: 1934
a22oi: 5409
a31oi: 156
and3: 160
buf: 957
clkbuf: 1891
dfrtp: 217
edfxtp: 7680
nand2: 1677
nand3: 1084
nand4: 1392
nor2: 655
nor3: 451
nor4: 260
o21ai: 329
[kinds of logic after synthesis]
kind of cell / synth area share (%)
compound gates: 26.55
flops: 62.16
simple gates: 7.992
buf+inv: 2.927
mux: 0.3529
xor+xnor: 0.01153
fa+ha+maj: 0.01153
[what timing repair did]
item,CTS
endpoints found under the hold margin,121
pin swaps,151
endpoints found under the setup margin,7858
hold buffers,6
gates resized,513
gates cloned,6
buffers inserted,184
